--- design/flow/run.sh ---
#!/bin/bash
# OpenROAD 26Q1-2900-gdf79404cd8, Yosys 0.63+post, stock flow scripts
make -C /OpenROAD-flow-scripts/flow DESIGN_CONFIG=/design/flow/config.mk WORK_HOME=/design/flow/orfs finish
--- design/flow/config.mk ---
export PLATFORM = sky130hd
export DESIGN_NAME = sSegDisplay_8
export DESIGN_NICKNAME = sSegDisplay_8
export VERILOG_FILES = /design/flow/design.v
export SDC_FILE = /design/flow/constraint.sdc
export NUM_CORES = 4
export LEC_CHECK = 1
export CORE_AREA = 10 10 88 88
export DIE_AREA = 0 0 98 98
--- design/flow/constraint.sdc ---
current_design sSegDisplay_8

set clk_period 2.6
set clk_io_pct 0.2

create_clock -name clk0 -period $clk_period [get_ports {ck}]

set non_clock_inputs [all_inputs -no_clocks]
set_input_delay [expr $clk_period * $clk_io_pct] -clock clk0 $non_clock_inputs
set_output_delay [expr $clk_period * $clk_io_pct] -clock clk0 [all_outputs]
--- design/flow/design.v ---
module sSegDisplay_8(ck, digit0, digit1, digit2, digit3, digit4, digit5, digit6, digit7, seg, an);
	input ck;  
	input [0:6] digit0, digit1, digit2, digit3, digit4, digit5, digit6, digit7;  
	output [0:7] seg;    
	output [0:7] an;     
	reg [19:0]cnt=20'b0;  
	reg [0:7]hex;   
	reg [0:7]intAn; 		 
	assign  an = intAn;
	assign   seg = hex;
	always@(posedge ck)
   begin
         cnt <= cnt + 1'b1;
   end  
   always@(cnt[19:17])   
	begin
			case(cnt[19:17])    
				0: begin intAn = 8'b11111110; hex = {digit0, 1'b1}; end
				1: begin intAn = 8'b11111101; hex = {digit1, 1'b1}; end
				2: begin intAn = 8'b11111011; hex = {digit2, 1'b1}; end
				3: begin intAn = 8'b11110111; hex = {digit3, 1'b1}; end
				4: begin intAn = 8'b11101111; hex = {digit4, 1'b1}; end
				5: begin intAn = 8'b11011111; hex = {digit5, 1'b1}; end
				6: begin intAn = 8'b10111111; hex = {digit6, 1'b1}; end
				default: begin intAn = 8'b01111111; hex={digit7, 1'b1}; end
			endcase
	end
endmodule
==> run_results.csv <==
group,metric,value,unit
min_path,min_path_cells,1,
min_path,hp-start,"cnt[0]",
clock_network,htreeDepth,1,
worst_setup_path,critPathMaxFanout,1,
power_and_ir_drop,switching_share,16.3,%
worst_setup_path,required,2080,ps
sta,fmax,394,MHz
worst_setup_path,path_cells,"clkdlybuf4s50_1 > nor2_1 > or3_1 > o21ai_2 > o22a_1 > clkdlybuf4s50_1",
worst_setup_path,r2r-start,"cnt[0]",
cells_and_area,mostFrequentLayoutCells,"clkdlybuf4s50_1 (65), dfxtp_1 (17), nand2_1 (16)",
cells_and_area,drive_above_1_share,12.0,%
power_and_ir_drop,peakVddDrop,0.428,mV
floorplan,core_area,5920,sq um
sta,hold_violations,0,
clock_network,cts.sinks,20,
worst_setup_path,cp-end-kind,"output pin",
worst_setup_path,max_stage_delay,470,ps
worst_setup_path,cpMostUsedCell,"clkdlybuf4s50_1",
floorplan,initial_core_util,21.9,%
logic_synthesis,async_reset_ff_share,0,%
placement,port_buffers,71,
clock_network,clk_latency,260,ps
logic_synthesis,syn_avg_cell_area,8.48,sq um
cells_and_area,area_delta_synth_final,68.9,%
clock_network,cts_buffers,3,
placement,place_congestion,0.803,
logic_synthesis,seq_area_frac_synth,30.9,%
global_routing,grt_usage,8.21,%
floorplan,io_pins,73,
power_and_ir_drop,power,705,uW
drt,viasPerCell,4.30,
floorplan,num_rows,28,
run,cap_violations,0,
logic_synthesis,synth-seq-cells,20,
sta,min_period,2540,ps
drt,antennaDiodeCount,0,
power_and_ir_drop,switchingPower,115,uW
cells_and_area,lay_top_count,"clkdlybuf4s50_1",
global_routing,grt_first_pass_wirelength,6660,um
logic_synthesis,yosys_area,1300,sq um
logic_synthesis,flop_cell,"dfxtp_1",
clock_network,cts_tree,"done",
sta,timing.hold.ws,412,ps
sta,drv_slew,0,
floorplan,die_h,98,um
power_and_ir_drop,p_per_area,322,nW/um^2
sta,post-route-period-util,97.6,%
worst_setup_path,start_kind,"primary input",
power_and_ir_drop,clkPwrFrac,43.3,%
global_routing,grt_pass1_vias,1197,
placement,placed_area,2090,sq um
drt,vias,1289,
power_and_ir_drop,combPwrFrac,13.4,%
global_routing,antenna_found_initial,0,
logic_synthesis,ys_cells,153,
worst_setup_path,cpMaxStageDelayCell,"clkdlybuf4s50_1",
worst_setup_path,ff2ff_path_depth,5,
logic_synthesis,synth_area,1300,sq um
outcome,status,"finished, final reports clean",
min_path,min_to,"cnt[0]",
worst_setup_path,criticalPathCategory,"in -> out",
logic_synthesis,ys_types,35,
global_routing,overflow,0,
cells_and_area,largestRegisters,"cnt: 20 flops",
worst_setup_path,arrival,2020,ps
power_and_ir_drop,power_frac_seq,43.3,%
logic_synthesis,syn_inst,153,
global_routing,grt_start_max_net_pins,20,
cells_and_area,fin_area,2190,sq um
run,warning_count,26,
sta,setup_viol,0,
drt,drt_first_iter_violations,32,
drt,antenna_left,0,
power_and_ir_drop,p_int,590,uW
sta,skew,4.01,ps
sta,finalSetupTns,0,ps
placement,dp_hpwl,3440,um
sta,rsz0062_at_grt,"true",
clock_network,postCtsHoldBufs,0,
min_path,hp-class,"reg -> reg",
logic_synthesis,edf_count,0,
clock_network,clockBufferDepth,2,
cells_and_area,top_register,"cnt",
worst_setup_path,r2r_end,"cnt[16]",
drt,drc,0,
logic_synthesis,yosys_warnings,1,
floorplan,die_w,98,um
clock_network,cts.clk_slew.worst_paths,70,ps
clock_network,root_buffer,"clkbuf_8",
cells_and_area,largest_register_ffs,20,
clock_network,cts_setup_buffers,0,
drt,firstDrtPassIters,4,
floorplan,die-area,9600,sq um
drt,wirelength,4120,um
worst_setup_path,rrSetupSlack,1130,ps
power_and_ir_drop,p_leak,0.000812,uW
cells_and_area,finalCoreUtilization,37.0,%
drt,avgRoutedWirePerCell,13.7,um
worst max path at each step:
stage / to / depth (start not counted) / slack (ps) / start
4_1_cts: seg[5] / 6 / 20 / digit5[5]
5_1_grt: seg[5] / 6 / -40 / digit6[5]
6_report: seg[5] / 6 / 60 / digit6[5]
routing by layer:
metal  part of all wire [%]  wire length [um]  vias to the layer above  GRT usage [%]
met3                    5.7               233                        4           2.20
met5                      0                 0                        -              0
met1                     48              1970                      568           11.5
met2                     45              1870                       36           12.8
li1                       -                 -                      681              -
met4                    1.2                49                        0          0.895
synthesized netlist by cell type (5+ instances only):
master | instances | area share (%)
xnor2_1 | 13 | 8.8
a22oi_1 | 6 | 3.5
dfxtp_1 | 20 | 31
o21ai_1 | 7 | 2.7
a21oi_1 | 5 | 1.9
nand2_1 | 16 | 4.6
nand3_1 | 12 | 4.6
or3_1 | 5 | 2.4
nor2_1 | 14 | 4.1
xor2_1 | 5 | 3.4
logic make-up (layout without fill, tap and decap cells):
family,after synthesis,in the layout,share of synthesized area (%)
xor gates and xnor gates,18,18,12.2
muxes,10,10,12.3
DFF,20,20,30.9
other,1,1,0.289
adders and majority gates,1,1,0.964
AOI/OAI and AO/OA,25,25,12.4
and+or+nand+nor,64,64,25.4
buffers and inverters,14,86,5.59
power groups by stage:
stage / Sequential (uW) / Clock, uW / Combinational, uW
final: 305 / 306 / 94.5
after global routing: 305 / 329 / 100
after CTS: 306 / 313 / 95.1
through the flow:
| step | setup slack, ps | cells |
|---|---|---|
| 6_report | 62.3 | 300 |
| 5_1_grt | -41.0 | 300 |
| 4_1_cts | 19.6 | 300 |
| 3_5_place_dp | -226 | 296 |
| 3_3_place_gp | -222 | 296 |
| 2_1_floorplan | 623 | 153 |
critical path, delay by kind of cell:
| family | cells | cell delay (ps) |
|---|---|---|
| buffers and inverters | 2 | 930 |
| and+or+nand+nor | 2 | 390 |
| AOI/OAI and AO/OA | 2 | 180 |
cell type report:
type,count,area [sq um]
Clock buffer,3,41.3
Clock inverter,1,30.0
Fill cell,601,3730
Inverter,5,18.8
Multi-Input combinational cell,119,837
Sequential cell,20,407
Tap cell,75,93.8
Timing Repair Buffer,77,763
repair_timing:
item                       4_1_cts  5_1_grt
pin swaps                        1        4
setup endpoints to repair        5        4
resized                          7       10
Power is estimated from default activity; no workload was simulated.
