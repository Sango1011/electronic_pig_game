$ cat flow/run.sh
#!/bin/bash
# OpenROAD 26Q1-2900-gdf79404cd8, Yosys 0.63+post, stock flow scripts
make -C /OpenROAD-flow-scripts/flow DESIGN_CONFIG=/design/flow/config.mk WORK_HOME=/design/flow/orfs finish
$ cat flow/config.mk
export PLATFORM = sky130hd
export DESIGN_NAME = binary_to_bcd
export DESIGN_NICKNAME = binary_to_bcd
export VERILOG_FILES = /design/flow/design.v
export SDC_FILE = /design/flow/constraint.sdc
export NUM_CORES = 4
export LEC_CHECK = 1
export CORE_UTILIZATION = 50
$ cat flow/constraint.sdc
current_design binary_to_bcd

set clk_period 19.1
set clk_io_pct 0.2

create_clock -name clk0 -period $clk_period

set non_clock_inputs [all_inputs -no_clocks]
set_input_delay [expr $clk_period * $clk_io_pct] -clock clk0 $non_clock_inputs
set_output_delay [expr $clk_period * $clk_io_pct] -clock clk0 [all_outputs]
$ cat flow/design.v
`timescale 1ns / 1ps
module binary_to_bcd(s,binary,bcd);
    input s;
    input [15:0]binary;
    output reg [16:0]bcd;
    reg [31:0]tab;
    integer x;
    always@(binary,s)
    begin
        tab[31:16] = 16'b0; 
        tab[15:0] = binary;      
        for (x=0; x<16; x = x+1)
        begin
            if (tab[19:16] >= 5)     
                tab[19:16] = tab[19:16] + 3;
            if (tab[23:20] >= 5)     
                tab[23:20] = tab[23:20] + 3;
            if (tab[27:24] >= 5)     
                tab[27:24] = tab[27:24] + 3;
            if (tab[31:28] >= 5)     
                tab[31:28] = tab[31:28] + 3;
            else tab = tab << 1;      
        end
        bcd = {s,tab[31:16]};     
    end 
endmodule
==> results_slide.txt <==
Implementation Results

Status
  – Outcome: finished, final reports clean

Synth
  – Top-count cell post-synth: nor2_1
  – Yosys xor share: 0.0377
  – Yosys Warn Count: 1
  – Mapped cell area: 6570 sq um
  – Compound Share, Synth: 0.478
  – Synth cell count leaders: nor2_1, nand2_1, a21oi_1, o21ai_0, nand3_1
  – Synth Seq Share: 0
  – Synth Area in Simple Gates: 0.293
  – Top logic family: AND-OR/OR-AND gates
  – Area share, top type: 0.0571
  – Syn_area_per_cell: 6.59 sq um
  – Largest cells by area: ha_1, a21oi_1, nor2_1
  – Synth mux share: 0.0676
  – Synth area leader: ha_1
  – Adder share: 0.0586
  – Synth cell types: 113
  – YS chip area: 6570 sq um
  – Mapped Cells: 997
  – Ys cells: 997

Layout
  – Post-Route Utilization: 0.732
  – Flop count: 0
  – Layout cells sized above 1: 0.350
  – Final instance area: 9310 sq um
  – Fillers: 931
  – FF/Latch Area: 0 sq um
  – Clk_buf instances: 0
  – Layout area overhead: 41.6%

Clock network
  – # hold bufs at CTS: 0

Global route
  – Largest net degree at the start of global routing: 22
  – Total global routing overflow: 0
  – Tot GR Track Use: 0.298
  – Vias in the first global route: 7294
  – First-pass GRT wire length: 33.4 mm
  – Initial antenna violation count: 0

Drt
  – Post-route ant nets: 0
  – Routed wire length: 21.4 mm
  – DRT iter0 DRCs: 580
  – Antenna Cells: 0
  – Post-route DRC: 0
  – Avg Vias per Cell: 6.37
  – Routed vias: 8707
  – DR WL/cell: 15.6 microns
  – Drt pass-1 iters: 5

Floorplan
  – Core area: 12700 sq um
  – Die height: 117 microns
  – Initial Util: 0.517
  – IO Count: 34
  – FP Rows: 41
  – Die Wd: 117 microns
  – Total die area: 13600 sq um

Final timing
  – Setup-failing EPs final: 0
  – Final Hold Vio Count: 0
  – Slew Viols, Final: 0
  – Max Freq: 53.9 MHz
  – Period utilisation layout: 0.972
  – Final min period: 18570 ps
  – Relative max-transition margin: 0.488
  – Worst-margin pin slew: 759 ps

Setup path
  – Arr. time, crit path: 14750 ps
  – Max incr delay on CP: 550 ps
  – CP max FO: 8
  – Cell at the slowest stage of the critical path: or4_4
  – Startpoint types: primary input
  – Crit path DRT: 15280 ps
  – WS Path Type: primary input to output pin
  – CP Capture Type: output pin

Place
  – Final HPWL DP: 16.6 mm
  – Dpl cell area: 8710 sq um
  – GPL Wtd Cong: 0.990
  – Port bufs: 32

Run
  – Tool warnings: 40
  – Max-Cap Viols: 0

Hold path
  – Worst hold path class: primary input to output pin
## cell type report
cell class | instances | area [sq um] | share of cell area
Multi-Input combinational cell | 899 | 6900 | 0.741
Timing Repair Buffer | 246 | 2000 | 0.215
Tap cell | 172 | 215 | 0.0231
Inverter | 50 | 194 | 0.0208
## final timing paths
| kind | start | to | slack, ps | depth (start not counted) |
|---|---|---|---|---|
| setup / recovery | binary[13] | bcd[6] | 530 | 66 |
| hold / removal | s | bcd[16] | 7640 | 0 |
## what timing repair did
action                     4_1_cts  5_1_grt
gates resized                    9      102
cloned                           0        1
setup buffers                    3       14
setup endpoints to repair       16       16
pin swaps                        7       44
## logic make-up after synthesis
| group | Yosys count |
|---|---|
| adder cells (fa/ha/maj) | 31 |
| AND/OR/NAND/NOR | 383 |
| buffers and inverters | 98 |
| XOR/XNOR | 25 |
| multiplexers | 41 |
| AND-OR/OR-AND | 419 |
## per-layer routing
metal  wire length (microns)  part of all wire  global-route usage  up-vias
li1                        -                 -                   -     4345
met1                   10700              0.50               0.455     4072
met2                    9380              0.44               0.489      282
met3                    1220             0.057              0.0164        8
met4                      77            0.0036             0.00422        0
met5                       0                 0                   0        -
## stage by stage
step | TNS, ps | hold WS (ps) | cells | setup slack, ps
after floorplan | 0 | 7710 | 997 | 4.53
after global placement | 0 | 7640 | 1349 | 21.9
after detailed placement | -3190 | 7640 | 1349 | -300
after CTS | 0 | 7640 | 1352 | 11.7
after global routing | -1040 | 7640 | 1367 | -163
final | 0 | 7640 | 1367 | 530
## worst max-delay path: cells and delay by family
kind,cells,cell delay [ps]
fa+ha+maj,10,2030
xor+xnor,4,550
simple gates,16,2830
compound gates,20,3070
mux,1,360
buf+inv,15,2060
## layout by cell type (no fill, tap or decap), types with 14 or more instances in the layout
cell,instances
nand3_1,50
o21ai_0,48
nor2_1,91
nand4_1,24
and2_1,14
o21ai_1,21
nand2_1,74
mux2i_1,21
a21oi_1,61
nor3_1,29
xnor2_1,16
a21o_1,14
o21a_1,14
a211oi_1,18
inv_2,15
clkdlybuf4s50_1,24
buf_4,206
inv_1,33
