**flow/run.sh**
```bash
#!/bin/bash
# OpenROAD 26Q1-2900-gdf79404cd8, Yosys 0.63+post, stock flow scripts
make -C /OpenROAD-flow-scripts/flow DESIGN_CONFIG=/design/flow/config.mk WORK_HOME=/design/flow/orfs finish
```
**flow/config.mk**
```make
export PLATFORM = sky130hd
export DESIGN_NAME = pig
export DESIGN_NICKNAME = pig
export VERILOG_FILES = /design/flow/design.v
export SDC_FILE = /design/flow/constraint.sdc
export NUM_CORES = 4
export LEC_CHECK = 1
export CORE_UTILIZATION = 40
```
**flow/constraint.sdc**
```tcl
current_design pig

set clk_period 8.7
set clk_io_pct 0.2

create_clock -name clk0 -period $clk_period [get_ports {clock}]

set non_clock_inputs [all_inputs -no_clocks]
set_input_delay [expr $clk_period * $clk_io_pct] -clock clk0 $non_clock_inputs
set_output_delay [expr $clk_period * $clk_io_pct] -clock clk0 [all_outputs]
```
**flow/design.v**
```verilog
`timescale 1ns / 1ps
module pig(enable,clock,reset,en_roll,stop,sum,dice,point,state,turn);
	input enable,clock,reset,stop;
	input [3:0] dice;
	output reg en_roll;
	output reg [3:0] state, turn;
	output reg [15:0] point, sum;
	reg [2:0] next;
	reg SD,S_0,T,PT,T0,P0;
	parameter S0=3'b000, S1=3'b001, S2=3'b010, S3=3'b011, S4=3'b100, S5=3'b101;
	always@(state,dice,turn,stop,enable)
    begin
		case(state)
			S0: if(enable) next=S1; else next=S0;
			S1: if(enable) next=S1; else next=S2;
			S2: if(dice==3'b001) next=S4;
				else next=S3;
			S3: if(enable) next=S1;
				else if (stop) next=S4;
				else next=S3;
			S4: if(enable) next=S1;
				else if (turn>3'b101) next=S5;
				else next=S4;
			S5: next=S5;
			default: next=S0;
		endcase
	end
	always@(posedge clock or posedge reset)
	begin
		if (reset) state<=S0;
		else state<=next;
	end
	always@(state,dice,turn,stop,enable)
	begin
		PT=1'b0; S_0=1'b0; SD=1'b0; T=1'b0; en_roll=1'b0; T0=1'b0; P0=1'b0;     
		case(state)
			S0: begin   
			     PT=1'b0; S_0=1'b1; SD=1'b0; T=1'b0; en_roll=1'b0; T0=1'b1; P0=1'b1; end			
			S1: begin   
			     PT=1'b0; S_0=1'b0; SD=1'b0; T=1'b0; en_roll=1'b1; T0=1'b0; P0=1'b0; end
			S2: if (dice==3'b1) begin  
			     PT=1'b0; S_0=1'b0; SD=1'b0; T=1'b1; en_roll=1'b0; T0=1'b0; P0=1'b0; end
			    else begin PT=1'b0; S_0=1'b0; SD=1'b1; T=1'b0; en_roll=1'b0; T0=1'b0; P0=1'b0; end
			S3: if (stop) begin  
			     PT=1'b1; S_0=1'b0; SD=1'b0; T=1'b1; en_roll=1'b0; T0=1'b0; P0=1'b0; end     
			    else begin PT=1'b0; S_0=1'b0; SD=1'b0; T=1'b0; en_roll=1'b0; T0=1'b0; P0=1'b0; end
			S4: if (enable) begin  
			     PT=1'b0; S_0=1'b1; SD=1'b0; T=1'b0; en_roll=1'b0; T0=1'b0; P0=1'b0; end
			    else begin PT=1'b0; S_0=1'b0; SD=1'b0; T=1'b0; en_roll=1'b0; T0=1'b0; P0=1'b0; end
		endcase
	end
	always@(posedge clock or posedge reset)
	begin
		if (reset) sum<=16'b0;
		else if (S_0) sum<=16'b0;
		else if (SD) sum<=sum+dice;
		else sum<=sum;
	end
	always@(posedge clock or posedge reset)
	begin
		if (reset) point<=16'b0;
		else if (PT) point<=point+sum;
		else if (P0) point<=16'b0;
		else point<=point;
	end
	always@(posedge clock or posedge reset)
	begin
		if (reset) turn<=3'b001;
		else if (T) turn<=turn+1'b1;
		else if (T0) turn<=3'b1;
		else turn<=turn;
	end
endmodule
```
==> out/qor.yml <==
status:
  status: "finished clean"
critical_path:
  reg2regPathDepth: 7
  critical_path.startpoint_type: "input port"
  ff2ff_setup_slack_ns: 6.23
  worstPathArrival_ns: 3.85
  worst_r2r_startpoint: "sum[6]$_DFFE_PP0P_"
  setup.worst_path.class: "input port to flip-flop"
  cp_data_required_time_ns: 8.88
  critPathMaxFanout: 3
  r2r-end: "point[13]$_DFFE_PP0P_"
  timing.critical_path.to_type: "flip-flop"
floorplan:
  placementRows: 29
  die-width_um: 84.4
  initCoreUtil_pct: 42.0
  floorplan.io_pins: 49
  die_h_um: 84.4
  core_area_um2: 6460
  die-area_um2: 7120
yosys:
  syn_avg_cell_area_um2: 8.99
  synth_dominant_cell_count: "sky130_fd_sc_hd__dfrtp_1"
  synth.lib_cells_used.distinct: 53
  mappedNetlistArea_um2: 2720
  post_synthesis_register_bit_count: 39
  synth-warning-count: 1
  postSynthCellCount: 302
  netlist_top_cells_count: "sky130_fd_sc_hd__dfrtp_1, sky130_fd_sc_hd__nor2_1, sky130_fd_sc_hd__nand2_1"
  yosys-stat-cells: 302
  post-synth-top-area-cell: "sky130_fd_sc_hd__dfrtp_1"
  yosys_area_um2: 2720
  postSynth.asyncResetShare_pct: 100
  largest_type_area_fraction_pct: 35.0
  synthTopCellsByArea: "sky130_fd_sc_hd__dfrtp_1, sky130_fd_sc_hd__ha_1, sky130_fd_sc_hd__xnor2_1"
  yosysSeqAreaShare_pct: 36.0
  synth-edff-count: 0
  ff_type: "sky130_fd_sc_hd__dfrtp_1"
sta:
  rsz0062_at_grt: "no"
  fmax_mhz: 272
  timing.final.crit_share_pct: 42.2
  report.final.slew_viol_count: 0
  worst-slew-pin-transition_ns: 0.804
  fin_skew_ns: 0.00621
  period_minus_slack_ns: 3.67
  endpoints_failing_setup: 0
  fin_setup_tns_ns: 0
  max_slew_margin_pct: 45.6
  final_hold_viol_count: 0
cells_and_area:
  stdcell_area_um2: 3340
  final_cells: 426
  synthToLayoutAreaGrowth_pct: 23.0
  post_route_cells_drive_above_1_share_pct: 5.16
  final_core_util_pct: 51.7
pwr:
  power.static_leakage_nw: 1.45
  finalPower_w: 0.000653
  ir_worst_vdd_v: 0.000150
  p_per_area_nw_per_um2: 196
hold_path:
  worst_hold_path.num_cells: 2
  hp-class: "flip-flop to flip-flop"
  timing.hold.worst.start: "point[6]$_DFFE_PP0P_"
  whs_endpoint: "point[6]$_DFFE_PP0P_"
global_routing:
  global_route_total_overflow: 0
  global_route.usage.total_pct: 18.8
  maximum_number_of_pins_on_one_net_before_global_route_repair: 40
  grt_antenna_before_repair: 0
  grt_pass1_wl_um: 10500
  first_global_vias: 2133
placement:
  gp_routability_congestion: 0.857
  placed_cells: 419
  dp_hpwl_um: 4560
  io_buffer_count: 47
  placement_stage_cell_area_um2: 3250
detailed_routing:
  detail_routed_via_count_per_cell: 5.54
  routedWlPerCell_um: 14.6
  drt-total-wl_um: 6200
  antennaDiodeCount: 0
  drt-initial-drc-count: 122
  final_antenna_net_count: 0
  dr_total_vias: 2361
  dr_pass1_iterations: 22
  drc: 0
clock_tree:
  clock_h_tree_levels: 2
  post-cts-setup-buffer-count: 0
  clockBufferDepth: 2
  tritoncts: "yes"
  worstSkewPairLatency_ns: 0.29
  cts_inserted_buffers: 5
  clk_pin_slew_worst_paths_ns: 0.08
  clock-root-buffer: "sky130_fd_sc_hd__clkbuf_8"
  cts_num_sinks: 39
  cts.repair.resized: 0
  hold_buffers: 0
run:
  drv.max_cap_violation_count: 0
  log.warning_count: 27
[worst max-delay path by stage]
stage,slack (ns),depth (start not counted),start,to
CTS,5.03,10,dice[0],sum[14]$_DFFE_PP0P_
finish,5.03,10,dice[0],sum[14]$_DFFE_PP0P_
global route,4.85,10,dice[0],sum[12]$_DFFE_PP0P_
[per-stage QoR]
step	setup WS (ns)	hold WS, ns
finish	5.03	0.520
floorplan	5.41	0.451
global route	4.85	0.560
CTS	5.03	0.529
global placement	4.75	0.505
detailed placement	4.72	0.511
[per-layer routing]
| metal | share of wire (%) | vias to the layer above | global-route usage, % |
|---|---|---|---|
| met5 | 0 | - | 0 |
| met4 | 0.95 | 0 | 2.00 |
| met3 | 3.7 | 13 | 2.49 |
| met2 | 44 | 53 | 29.7 |
| met1 | 51 | 1107 | 29.9 |
| li1 | - | 1188 | - |
[state kept, by name, summed over array words and instances, names as in the netlist]
name / cells
point: 16
sum: 16
state: 3
turn: 4
[power by group]
part	total, W	internal, W	switching (W)
logic	0.000269	0.000131	0.000139
registers	0.000257	0.000211	0.0000461
clock network	0.000127	0.0000623	0.0000645
total	0.000653	0.000404	0.000249
[kinds of logic (layout without fill, tap and decap cells)]
kind of cell,count (synthesis),in the layout,synth area share (%)
simple gates,113,113,22.5
compound gates,81,81,19.5
flops,39,39,36.0
buf+inv,25,72,4.01
fa+ha+maj,24,24,11.6
xor+xnor,18,18,5.81
other cells,1,1,0.138
mux,1,1,0.369
[cell type report]
cell class | count | area [um2]
Inverter | 15 | 56.3
Clock buffer | 6 | 82.6
Fill cell | 620 | 3120
Timing Repair Buffer | 50 | 493
Multi-Input combinational cell | 238 | 1630
Clock inverter | 1 | 5.00
Tap cell | 77 | 96.3
Sequential cell | 39 | 977
[placed cells by master (no fill, tap or decap), drive strengths merged, types with 7 or more instances in the layout]
| cell type | netlist | layout |
|---|---|---|
| a21o | 7 | 7 |
| a21oi | 17 | 17 |
| clkdlybuf4s50 | 0 | 47 |
| dfrtp | 38 | 38 |
| ha | 22 | 22 |
| inv | 15 | 15 |
| nand2 | 28 | 28 |
| nand3 | 10 | 10 |
| nor2 | 28 | 28 |
| nor3 | 14 | 14 |
| o21ai | 21 | 21 |
| xnor2 | 13 | 13 |
[worst max-delay path: stages]
cell                              delay, ns
sky130_fd_sc_hd__clkdlybuf4s50_1       0.49
sky130_fd_sc_hd__ha_1                  0.17
sky130_fd_sc_hd__inv_1                 0.06
sky130_fd_sc_hd__fa_1                  0.39
sky130_fd_sc_hd__nor2b_1               0.12
sky130_fd_sc_hd__o21ai_0               0.14
sky130_fd_sc_hd__and2_1                0.26
sky130_fd_sc_hd__nor4b_4               0.29
sky130_fd_sc_hd__xnor2_1               0.14
sky130_fd_sc_hd__nor2_1                0.05
Power figures rest on the tool's default switching activity, not on a simulated workload.
